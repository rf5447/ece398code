==> design/flow/design.v <==
module SMDatapath(
    input wire          clk,  
    input wire          rst,  
    input wire          start,  
    input wire [3:0]    multiplier,  
    input wire [3:0]    multiplicand,  
    input wire          mdld,  
    input wire          mrld,  
    input wire          rsload,  
    input wire          rsclear,  
    input wire          rsshr,  
    output reg [3:0]    mr,  
    output reg [7:0]    product  
);
    reg [3:0] multiplicandr;
    reg [1:0] count = 2'd0;
    reg [4:0] sum = 5'b0;
always @(posedge clk) begin
        if (mdld) begin  
            multiplicandr <= multiplicand;
        end
        if (mrld) begin  
            mr <= multiplier;
        end
        if (rsclear) begin  
            product <= 8'b0;  
        end
        if (rsload) begin  
            product [3:0] <= product [3:0];
            product [7:4] <= product [7:4] + multiplicandr;  
            sum <= product [7:4] + multiplicandr;
        end
        if (rsshr) begin  
            product <= {sum[4], product [7:1]};
            sum <= 5'b0;
        end
end
endmodule
==> design/flow/run.sh <==
#!/bin/bash
# OpenROAD 26Q1-2900-gdf79404cd8, Yosys 0.63+post, stock flow scripts
make -C /OpenROAD-flow-scripts/flow DESIGN_CONFIG=/design/flow/config.mk WORK_HOME=/design/flow/orfs finish
==> design/flow/config.mk <==
export PLATFORM = sky130hd
export DESIGN_NAME = SMDatapath
export DESIGN_NICKNAME = SMDatapath
export VERILOG_FILES = /design/flow/design.v
export SDC_FILE = /design/flow/constraint.sdc
export NUM_CORES = 4
export LEC_CHECK = 1
export CORE_AREA = 10 10 75 75
export DIE_AREA = 0 0 85 85
==> design/flow/constraint.sdc <==
current_design SMDatapath

set clk_period 2.0
set clk_io_pct 0.2

create_clock -name clk0 -period $clk_period [get_ports {clk}]

set non_clock_inputs [all_inputs -no_clocks]
set_input_delay [expr $clk_period * $clk_io_pct] -clock clk0 $non_clock_inputs
set_output_delay [expr $clk_period * $clk_io_pct] -clock clk0 [all_outputs]
==> run notes <==
Implementation results.

The run finished with clean final reports. The largest individual stage delay along the critical path comes from the cell edfxtp_1. The wire-length estimate of the detail-placed layout is around 1200 um. The max-slew check reports its worst relative slack as 72.9%. The number of setup buffers added after CTS is 0.

The summed negative setup slack over all endpoints is 0 ps. The total die size is just over 0.007 mm^2. The largest clock skew in the final design is about 0.21 ps.

The critical path's top delay family is adder cells. The number of routed nets with antenna violations is 0. The standby leakage power is 0.417 nW.

The kind of start point of the critical path is a flip-flop. Per the detail_route report, inserted antenna diodes total 0. For this run, the top clock speed supported by timing is 625 MHz. Per the post-synthesis stats, the area per cell is 14.1 um^2.

The clock period minus worst slack is about 1600 ps. The count of buffer and inverter cells on the critical path is 1. The first global-routing pass estimated approximately 2500 um of wire.

The synthesized flop and latch total is 17. The OpenROAD report gives the critical path a data arrival time of between 1500 and 2000 ps. The global placer's final weighted congestion is 0.839.

The flow reported a cell area power density of 797 mW/mm^2. Summed over all layers, the routed wires come to 1520 um. The region available for standard cell placement spans 0.00406 mm^2. The routed design shows a wire length per standard cell of 11.6 um. The yosys warning tally is 1. CTS placed an instance of clkbuf_8 at the clock tree root.

After technology mapping, the gate count stands at 53. Per the final layout report, the fraction of cells sized above drive strength 1 comes to under 10%. The placement stage leaves a total instance area of 0.00105 mm^2. Dividing the detail-routed via count by the number of cells gives 3.80. The number of clock buffers added by TritonCTS is 3.

In the global route stage, overall resource usage came out at 4.29%. The number of non-filler instances in the completed layout is 131. The tool flagged a number of max-cap violations equal to 0. The top cell type in the final layout, fill and taps aside, is clkdlybuf4s50_1. In this run the VDD rail shows a maximum IR drop of 0.500 mV. The endpoint class of the critical path is a flip-flop. The first TritonRoute pass finished after 4 iterations. The via count of the first global-routing pass was 508. The final-report setup violation count is 0.

Across all layers, the routed design uses approximately 500 vias. The synthesized netlist was found by Yosys to have 53 cells. By startpoint and endpoint, the worst setup path is classified as flip-flop to flip-flop.

Of all nets on the critical path, the largest fanout is 3. In this run the vertical extent of the chip is 85 um. Per the CTS log, the maximum H-tree level is 1. The number of ports placed on the die boundary is 28.

The number of gates resized after CTS is 0. The standard-cell row count is 23. At the pin with the least slew margin, the transition time is 406 ps. In this run, placement finished with an instance count of around 130.

The top cell type by area accounts for 64.3% of the synthesized area. The data required time at the worst endpoint is approximately 2200 ps. The post-synthesis to final-layout area growth is 47.4%.

Input and output buffers added on the ports amount to 25. The starting density of the core is 18.4%. The fraction of the yosys area taken by sequential cells is 67.0%. Per the OpenROAD floorplan log, the width of the die is 85 um. The delay contributed by the slowest stage of the critical path is ~380 ps. The count of tool warnings is 27. The cell type with the largest total area is edfxtp_1. Setup slack on the worst reg-to-reg path comes out at 400 ps. The sum of overflow across all layers after global routing is 0.

In this run the critical path is formed by ha_1 -> inv_1 -> fa_1 -> and2b_1 -> o21ai_1 -> a311oi_2. Clock latency on the worst-skew pair, taken at its later pin, is between 200 and 300 ps. The number of distinct library cells after synthesis is 21. The post-route fraction of the period consumed by the critical path is 80.1%. The number of antenna violations at the first check in global routing was 0. The most common logic cells in the final layout are clkdlybuf4s50_1 (25), edfxtp_1 (16), inv_1 (6). Setup repair after global routing left no endpoint under its margin. TritonCTS built the clock tree. In this run, post-CTS hold repair placed 0 buffers.

After synthesis, the cell types taking the most area are edfxtp_1 (64%), ha_1 (6.7%), and2_1 (3.4%), inv_1 (3.0%), dfxtp_1 (2.7%). The buffer depth of the longest clock path is 2. Per the final timing report, the hold violations number 0. The clock transition at the registers of the reported paths is ~60 ps. For this design, the sink count on the clock tree is 17. Per the detail_route report, DRC violations left total 0. Entering global routing, the biggest net connects 14 pins. After the first detailed-routing iteration, the DRC count stood at 33.

In this run the worst hold path is classified as flip-flop to flip-flop. The number of slew-limit violations in the final report is 0. The final report gives the standard cell area, fillers excluded, as 0.00110 mm^2.

The total standard cell area after synthesis is between 700 and 800 um^2. The chip area estimate from yosys synthesis is 747 um^2.
-- cells in the mapped netlist (all sizes together) --
library cell  number
and2b              2
nand2b             1
nand2              3
a211o              1
ha                 4
inv                6
and2               4
a22o               1
a21oi              1
a311oi             1
or3                1
fa                 1
nand4              1
edfxtp            16
dfxtp              1
buf                1
o21ai              4
a21o               1
nor2               1
nand3              2
-- worst paths after layout --
| kind | from | to | cells past startpoint |
|---|---|---|---|
| setup reg to reg | product[4] | sum[4] | 6 |
| hold reg to reg | sum[4] | sum[4] | 2 |
| hold / removal | sum[4] | sum[4] | 2 |
| setup / recovery | product[4] | sum[4] | 6 |
-- final cells by class --
| class | count | area [um^2] |
|---|---|---|
| Timing Repair Buffer | 25 | 250 |
| Clock inverter | 1 | 5.00 |
| Tap cell | 50 | 62.6 |
| Fill cell | 413 | 2960 |
| Inverter | 6 | 22.5 |
| Clock buffer | 3 | 41.3 |
| Sequential cell | 17 | 500 |
| Multi-Input combinational cell | 29 | 219 |
-- state kept, by name, indices dropped and copies added, names as in the netlist --
register	cells
product	8
mr	4
multiplicandr	4
sum	1
-- where the power goes --
group	switching [mW]	total, mW	leakage [nW]	internal (mW)
combinational	0.0590	0.166	0.218	0.107
clock	0.111	0.249	0.0255	0.138
sequential	0.0256	0.463	0.174	0.437
-- layer usage --
metal  global-route usage, %  vias to the layer above  routed length, um
met5                       0                        -                  0
met3                    2.70                        4                196
li1                        -                      247                  -
met1                    5.70                      218                691
met2                    5.99                       29                620
met4                   0.449                        0                 15
-- worst register-to-register path, stage by stage (launching register included) --
cell and delay, ps:
edfxtp_1 380, ha_1 180, inv_1 50, fa_1 370, and2b_1 210, o21ai_1 70
a311oi_2 250
-- logic make-up (layout without fill, tap and decap cells) --
| family | Yosys count | after routing | synth area share (%) |
|---|---|---|---|
| compound gates | 9 | 9 | 8.71 |
| fa+ha+maj | 5 | 5 | 9.38 |
| flops | 17 | 17 | 67.0 |
| buf+inv | 7 | 35 | 3.68 |
| simple gates | 15 | 15 | 11.2 |
-- metrics by stage --
step	hold WS [ps]	total power, mW	util [%]	setup WS [ps]
floorplan	499	0.525	-	533
global placement	521	0.637	26.0	186
detailed placement	537	0.639	26.0	176
CTS	546	0.895	27.1	365
global route	575	0.940	27.1	271
finish	545	0.878	27.1	399
Power figures rest on the tool's default switching activity, not on a simulated workload.
