==> /design/flow/design.v <==
module MultiplierDatapath #(parameter WIDTH = 4)(
    input   clk,        
    input wire [WIDTH - 1:0] multiplier,
    input wire [WIDTH - 1:0] multiplicand,
    output wire [WIDTH*2 - 1:0] product,
    input rsload,
    input rsclear,
    input rsshr,
    input mrld,
    input mdld,
    output reg [WIDTH - 1:0] multiplierReg,
    output reg [WIDTH*2:0] runningSumReg,
    output reg [WIDTH*2:0] multiplicandReg
);
always @( posedge clk) begin
    if (mdld) begin
        multiplicandReg <= multiplicand << WIDTH;
    end
    if (mrld) begin
        multiplierReg <= multiplier;
    end
    if (rsclear) begin
        runningSumReg <= 0;
    end
    if (rsload) begin
        runningSumReg <= multiplicandReg + runningSumReg; 
    end
    if(rsshr) begin
        runningSumReg <= runningSumReg >>> 1; 
    end
end 
    assign product = runningSumReg;
endmodule
==> /design/flow/run.sh <==
#!/bin/bash
# OpenROAD 26Q1-2900-gdf79404cd8, Yosys 0.63+post, stock flow scripts
make -C /OpenROAD-flow-scripts/flow DESIGN_CONFIG=/design/flow/config.mk WORK_HOME=/design/flow/orfs finish
==> /design/flow/config.mk <==
export PLATFORM = sky130hd
export DESIGN_NAME = MultiplierDatapath
export DESIGN_NICKNAME = MultiplierDatapath
export VERILOG_FILES = /design/flow/design.v
export SDC_FILE = /design/flow/constraint.sdc
export NUM_CORES = 4
export LEC_CHECK = 1
export CORE_AREA = 10 10 75 75
export DIE_AREA = 0 0 85 85
==> /design/flow/constraint.sdc <==
current_design MultiplierDatapath

set clk_period 2.7
set clk_io_pct 0.2

create_clock -name clk0 -period $clk_period [get_ports {clk}]

set non_clock_inputs [all_inputs -no_clocks]
set_input_delay [expr $clk_period * $clk_io_pct] -clock clk0 $non_clock_inputs
set_output_delay [expr $clk_period * $clk_io_pct] -clock clk0 [all_outputs]
==> results.json <==
{
  "cp.depth": 1,
  "drv_slew": 0,
  "dieArea_um2": 7230,
  "final_cells": 149,
  "vias_per_cell": 3.77,
  "die_w_um": 85,
  "worst-path-max-fanout": 5,
  "ctsHoldBuffers": 0,
  "io_pins": 44,
  "cts_tree": "done",
  "syn_inst": 67,
  "grt_util_all_layers_pct": 5.16,
  "hpwl_um": 1580,
  "drive_above_1_share_pct": 5.05,
  "hold_path_class": "flip-flop to flip-flop",
  "fillers": 401,
  "seqCellArea_um2": 500,
  "grt_pass1_vias": 633,
  "power.total_w": 0.000706,
  "synth_warnings": 1,
  "grt_max_degree": 13,
  "maxCapViolations": 0,
  "routedWlPerCell_um": 12.2,
  "ctsResizeCount": 0,
  "endpoint": "product[5]",
  "routed_wl_um": 1810,
  "dr.pass1.iters": 4,
  "die_h_um": 85,
  "worst-path-buf-inv": 1,
  "setup_tns_ns": 0,
  "worstRegToRegCells": 5,
  "worst_setup_path_start_kind": "flip-flop",
  "p_leak_nw": 0.476,
  "slowest_stage": "clkdlybuf4s50_1",
  "drtIter0Drc": 37,
  "cts.path.max_buffers": 2,
  "final_hold_viol_count": 0,
  "slowest_delay_ns": 0.51,
  "path_delay_family": "buffers and inverters",
  "status": "finished, final reports clean",
  "period_needed_ns": 1.72,
  "worstReg2RegStart": "runningSumReg[4]$_DFFE_PP_",
  "syn_to_final_growth_pct": 47.3,
  "grt_antenna_before_repair": 0,
  "clkTransAtPathRegs_ns": 0.06,
  "r2r_setup_slack_ns": 1.04,
  "rsz0062_at_grt": "no",
  "synth_area_per_cell_um2": 12.6,
  "grt_pass1_wl_um": 3020,
  "critPathArrivalTime_ns": 1.18,
  "overflow": 0,
  "rows": 23,
  "startpoint": "runningSumReg[5]$_DFFE_PP_",
  "drc_errors": 0,
  "drtAntennaViolNets": 0,
  "logic_area_um2": 239,
  "crit_chain": "clkdlybuf4s50_1",
  "core-area_um2": 4060,
  "antennaDiodeCount": 0,
  "clock_sinks": 17,
  "warning_count": 25,
  "synth_flops": 17,
  "fin_crit_sh_pct": 63.7,
  "initCoreUtil_pct": 20.8,
  "finalSetupViolations": 0,
  "numCtsBuffers": 3,
  "worstSetupPathType": "flip-flop to output port",
  "max-vdd-ir-drop_v": 0.000277,
  "ys_types": 21,
  "crit_path_end_kind": "output port",
  "clock-root-buffer": "clkbuf_8",
  "ctsHtreeMaxLevel": 1,
  "powerDensity_nw_per_um2": 567,
  "cts_setup_buffers": 0,
  "num_vias": 561,
  "crit_required_ns": 2.16,
  "dp_cells": 145,
  "fmax_mhz": 581,
  "r2r_end": "runningSumReg[6]$_DFFE_PP_",
  "clock_latency_ns": 0.24,
  "fin_skew_ns": 0.00153,
  "yosys_cells": 67,
  "synth.cell_area_um2": 846,
  "ys_seq_share_pct": 59.2,
  "ys_chip_area_um2": 846,
  "port_buffers": 38,
  "place.gp.congestion": 0.840
}
## tightest hold or removal path: stages, from the launching register on
cell,delay [ns]
dfxtp_1,0.37
xnor2_1,0.09
nor2_1,0.07
## routing by layer
layer,track usage (%),vias to the layer above,share of wire (%)
met1,6.63,250,46
met2,6.34,37,35
li1,-,274,-
met3,5.20,0,19
met5,0,-,0
met4,0,0,0
## flip-flops by register name, summed over array words and instances, names as in the netlist
signal	cells
multiplierReg	4
multiplicandReg	4
runningSumReg	9
## synth_stat cells (all sizes together)
master  count  area (um^2)
dfxtp       1         20.0
a21oi       3         22.5
a22o        1         8.76
or3         1         6.26
a21o        2         15.0
nor2        2         7.51
inv         5         18.8
nand2b      2         12.5
xnor2       1         8.76
edfxtp     16          480
xor2        1         8.76
nand2       4         15.0
conb        1         3.75
ha          4         50.1
fa          1         20.0
o21ai       4         20.0
and2        4         25.0
buf        14          103
## worst min path at each step
stage / start / to / slack [ns] / cells past startpoint
CTS: runningSumReg[8]$_SDFFE_PP0P_ / runningSumReg[8]$_SDFFE_PP0P_ / 0.57 / 2
global route: runningSumReg[8]$_SDFFE_PP0P_ / runningSumReg[8]$_SDFFE_PP0P_ / 0.60 / 2
finish: runningSumReg[8]$_SDFFE_PP0P_ / runningSumReg[8]$_SDFFE_PP0P_ / 0.56 / 2
## per-stage QoR
step | hold WS, ns | setup slack [ns] | area, um^2 | util, %
3_3_place_gp | 0.541 | 0.831 | 1200 | 29.6
2_1_floorplan | 0.484 | 1.20 | 861 | -
3_5_place_dp | 0.554 | 0.791 | 1200 | 29.6
5_1_grt | 0.604 | 0.911 | 1250 | 30.7
4_1_cts | 0.572 | 0.949 | 1250 | 30.7
6_report | 0.558 | 0.979 | 1250 | 30.7
## logic make-up after synthesis
group / count (synthesis) / share of synthesized area, %
compound gates: 10 / 7.84
buf+inv: 19 / 14.3
simple gates: 13 / 7.84
xor+xnor: 2 / 2.07
fa+ha+maj: 5 / 8.28
flops: 17 / 59.2
other cells: 1 / 0.443
## layout make-up
type | count | share of cell area, %
inverter | 5 | 1.51
sequential | 17 | 40.2
multi-input combinational | 35 | 19.2
tap | 50 | 5.02
clock buffer | 4 | 3.61
timing repair buffer | 38 | 30.5
## power breakdown
group | leakage, nW | internal [W] | switching, W
Combinational | 0.280 | 0.000124 | 0.0000532
Clock | 0.0228 | 0.000104 | 0.0000736
Sequential | 0.174 | 0.000325 | 0.0000263
## cell usage in the layout, fill, tap and decap left out, drive strengths merged
master,Yosys,final
a21o,2,2
a21oi,3,3
a22o,1,1
and2,4,4
clkbuf,0,4
clkdlybuf4s50,0,38
conb,1,5
dfxtp,1,1
edfxtp,16,16
fa,1,1
ha,4,4
inv,5,5
nand2,4,4
nand2b,2,2
nor2,2,2
o21ai,4,4
or3,1,1
xnor2,1,1
xor2,1,1
Power is estimated from default activity; no workload was simulated.
