## flow/design.v

```verilog
module MultiplierControl #(
    parameter WIDTH = 4,       
    parameter STATE_WIDTH = 4  
)(
    input [STATE_WIDTH-1:0]  reset_state,
	input   clk,            
    input   rst,            
	input   start,
    input [WIDTH - 1:0] mr,
	output reg  rsload,
	output reg  rsclear,
	output reg  rsshr,
    output reg  mrld,
    output reg  mdld,
    output reg [STATE_WIDTH-1:0] s,
    output reg [STATE_WIDTH-1:0] n,
    output reg done
);
    localparam STATE_NOTSTART = 4'd0;
	localparam STATE_START = 4'd1;
    localparam STATE_END = 2 * (WIDTH + 1);
    always @( * ) begin
        mdld = 1'b0;  
        mrld = 1'b0;  
        rsload = 1'b0;  
        rsclear = 1'b0;  
        rsshr = 1'b0;
        if (s == STATE_NOTSTART) begin
        end
        else if (s == STATE_START) begin
            mdld = 1'b1;  
            mrld = 1'b1;  
            rsclear = 1'b1;  
        end
        else if (s == STATE_END) begin
            rsshr = 1'b1;
            done = 1'b1;
        end
        else if (s[0] == 1) begin
            rsload = 1'b1;
        end
        else begin
            rsshr = 1'b1; 
        end
    end
    always @( * ) begin
		n = s;
        if (s == STATE_NOTSTART) begin
            if (start) begin
                n = STATE_START;
            end
            else begin
                n = STATE_NOTSTART;
            end
        end
        else if (s == STATE_START) begin
            n = s + 1;
        end
        else if (s == STATE_END) begin
            n = STATE_NOTSTART;
        end
        else if (s[0] == 1) begin
            n = s + 1;
        end
        else begin
            if (mr[(s >> 1) - 1]) begin
                n = s + 1;
            end
            else begin
                n = s + 2;
            end
        end
    end
    always @(posedge clk) begin
		if (rst) begin
			s <= reset_state;  
		end
		else begin
			s <= n;
		end
	end
endmodule
```

## flow/run.sh

```bash
#!/bin/bash
# OpenROAD 26Q1-2900-gdf79404cd8, Yosys 0.63+post, stock flow scripts
make -C /OpenROAD-flow-scripts/flow DESIGN_CONFIG=/design/flow/config.mk WORK_HOME=/design/flow/orfs finish
```

## flow/config.mk

```make
export PLATFORM = sky130hd
export DESIGN_NAME = MultiplierControl
export DESIGN_NICKNAME = MultiplierControl
export VERILOG_FILES = /design/flow/design.v
export SDC_FILE = /design/flow/constraint.sdc
export NUM_CORES = 4
export LEC_CHECK = 1
export CORE_AREA = 10 10 70 70
export DIE_AREA = 0 0 80 80
```

## flow/constraint.sdc

```tcl
current_design MultiplierControl

set clk_period 2.1
set clk_io_pct 0.2

create_clock -name clk0 -period $clk_period [get_ports {clk}]

set non_clock_inputs [all_inputs -no_clocks]
set_input_delay [expr $clk_period * $clk_io_pct] -clock clk0 $non_clock_inputs
set_output_delay [expr $clk_period * $clk_io_pct] -clock clk0 [all_outputs]
```

==> run_summary.xml <==
<?xml version="1.0" encoding="UTF-8"?>
<metrics>
  <group name="status">
    <metric name="status" unit="">complete, but fails checks</metric>
    <metric name="failed_checks" unit="">setup timing</metric>
  </group>
  <group name="timing">
    <metric name="finalMaxSlewViolations" unit="">0</metric>
    <metric name="report.final.setup_viol" unit="">4</metric>
    <metric name="number_of_failing_hold_endpoints_at_the_final_stage" unit="">0</metric>
    <metric name="period_used_share" unit="">1.17</metric>
    <metric name="rsz0062_at_grt" unit="">true</metric>
    <metric name="finalWorstSetupSlack" unit="ps">-354</metric>
    <metric name="layout_min_cycle_time" unit="ps">2450</metric>
    <metric name="timing.fmax" unit="MHz">407</metric>
    <metric name="fin_worst_skew" unit="ps">8.69</metric>
  </group>
  <group name="synth">
    <metric name="synth_flops" unit="">4</metric>
    <metric name="post_synth_instance_area" unit="sq um">541</metric>
    <metric name="postSynthCellCount" unit="">66</metric>
    <metric name="synth_warnings" unit="">1</metric>
    <metric name="synth.yosys.seq_area_share" unit="">0.148</metric>
    <metric name="synthFlopType" unit="">dfxtp_1</metric>
    <metric name="async_reset_ff_frac" unit="">0</metric>
    <metric name="synthesis.area_per_instance" unit="sq um">8.19</metric>
    <metric name="count_of_different_cell_masters_after_synthesis" unit="">30</metric>
    <metric name="edf_count" unit="">0</metric>
    <metric name="yosys_cells" unit="">66</metric>
    <metric name="yosys-stat-area" unit="sq um">541</metric>
  </group>
  <group name="power">
    <metric name="comb_power_share" unit="">0.868</metric>
    <metric name="netSwitchingFraction" unit="">0.396</metric>
    <metric name="cellLeakagePower" unit="nW">0.495</metric>
    <metric name="p_seq_frac" unit="">0.085</metric>
    <metric name="max-vdd-ir-drop" unit="uV">778</metric>
    <metric name="power.share.clock" unit="">0.047</metric>
    <metric name="cell_internal_pwr" unit="mW">1.26</metric>
    <metric name="power.density_cell_area" unit="nW/um^2">1850</metric>
    <metric name="fin_total_pwr" unit="mW">2.08</metric>
    <metric name="switching_power_total" unit="mW">0.825</metric>
  </group>
  <group name="detailed_routing">
    <metric name="average_wire_length_per_cell_after_detail_routing" unit="um">12.5</metric>
    <metric name="drt_iter0_drc" unit="">19</metric>
    <metric name="viasPerCell" unit="">4.16</metric>
    <metric name="diodes" unit="">0</metric>
    <metric name="antenna_violating_nets_post_route" unit="">0</metric>
    <metric name="dr_total_vias" unit="">666</metric>
    <metric name="detail_route.wirelength" unit="um">2000</metric>
    <metric name="detail_route.first_pass.iterations" unit="">4</metric>
    <metric name="drt_drc" unit="">0</metric>
  </group>
  <group name="critical_path">
    <metric name="path_max_fanout" unit="">5</metric>
    <metric name="worst_setup_start_kind" unit="">register</metric>
    <metric name="worstRegToRegCells" unit="">8</metric>
    <metric name="cp_data_required_time" unit="ps">1680</metric>
    <metric name="timing.setup.critical_path_class" unit="">reg2out</metric>
    <metric name="setup.worst_path.end_class" unit="">output port</metric>
    <metric name="cp.arrival" unit="ps">2030</metric>
  </group>
  <group name="clock_network">
    <metric name="clk_path_buf_depth" unit="">2</metric>
    <metric name="cts_buffers" unit="">3</metric>
    <metric name="clk_latency" unit="ps">240</metric>
    <metric name="cts_hold_buf" unit="">0</metric>
    <metric name="tritoncts_clock_tree" unit="">done</metric>
    <metric name="clock_tree.htree_level_count" unit="">1</metric>
    <metric name="clock-root-buffer" unit="">clkbuf_4</metric>
    <metric name="clock_slew_at_reported_path_ffs" unit="ps">40</metric>
    <metric name="clock_sinks" unit="">4</metric>
  </group>
  <group name="floorplanning">
    <metric name="coreArea" unit="sq um">3420</metric>
    <metric name="die_w" unit="um">80</metric>
    <metric name="floorplan.initialDensity" unit="">0.158</metric>
    <metric name="top_level_ports" unit="">25</metric>
    <metric name="chip_area" unit="sq um">6400</metric>
    <metric name="chipHeight" unit="um">80</metric>
    <metric name="rows" unit="">21</metric>
  </group>
  <group name="final_layout">
    <metric name="largest_reg_flops" unit="">4</metric>
    <metric name="share_of_post_route_cells_with_drive_strength_above_1" unit="">0.518</metric>
    <metric name="instances_no_fill" unit="">160</metric>
    <metric name="layout_top_registers" unit="">s x4</metric>
    <metric name="largest_reg_by_ff_count" unit="">s</metric>
    <metric name="layout-area-overhead-vs-synth" unit="%">108</metric>
  </group>
  <group name="job">
    <metric name="warning_count" unit="">31</metric>
    <metric name="max-cap-violations" unit="">0</metric>
  </group>
  <group name="min_path">
    <metric name="worstHoldPathType" unit="">in2reg</metric>
    <metric name="hold_path_depth" unit="">3</metric>
  </group>
  <group name="grt">
    <metric name="grt_overflow_total" unit="">0</metric>
    <metric name="grt_usage" unit="">0.0623</metric>
    <metric name="antenna_found_initial" unit="">0</metric>
    <metric name="grt_pass1_wl" unit="um">3220</metric>
    <metric name="grt_start_max_net_pins" unit="">10</metric>
    <metric name="number_of_global_route_vias_before_repair" unit="">681</metric>
  </group>
  <group name="placement">
    <metric name="post-place-cells" unit="">149</metric>
    <metric name="gp_routability_congestion" unit="">0.910</metric>
    <metric name="port_buffers" unit="">23</metric>
    <metric name="dp_hpwl" unit="um">1530</metric>
  </group>
</metrics>
synthesized netlist by cell type, drive strengths merged (2+ instances only):
cell / number / area, sq um
a21oi: 7 / 46.3
and2: 3 / 18.8
buf: 6 / 42.5
dfxtp: 4 / 80.1
ha: 6 / 75.1
inv: 3 / 11.3
mux2i: 5 / 50.1
nand2: 4 / 15.0
nand3: 2 / 10.0
nor2: 8 / 30.0
o21a: 2 / 15.0
o31ai: 2 / 15.0
per-layer routing:
layer  track usage  wire, um  up-vias
li1              -         -      332
met1        0.0779       861      313
met2         0.102       984       19
met3        0.0261       147        2
met4       0.00352         8        0
met5             0         0        -
critical path: stages, from the launching register on:
cell      delay (ps)
dfxtp_4          360
o21a_1           170
mux4_2           530
buf_6            150
a21boi_2         120
mux2i_1          220
nor2b_2          160
buf_2             90
final timing paths:
check,start,to,slack (ps)
worst max-delay path,s[2],n[3],-350
worst min-delay path,reset_state[1],s[1],750
worst max register to register,s[2],s[2],100
worst min register to register,s[1],s[1],830
cell families after synthesis:
logic type	Yosys count	synth area share
compound gates	18	0.257
xor+xnor	2	0.0324
fa+ha+maj	6	0.139
buf+inv	9	0.0995
flops	4	0.148
mux	7	0.155
other cells	1	0.00694
simple gates	19	0.162
stage by stage:
step | hold slack [ps] | cell area [sq um] | util | TNS (ps) | worst slack [ps]
6_report | 746 | 1120 | 0.329 | -1160 | -354
5_1_grt | 750 | 1120 | 0.329 | -1510 | -456
2_1_floorplan | 533 | 547 | - | 0 | 29.8
4_1_cts | 748 | 1070 | 0.314 | -1230 | -364
3_3_place_gp | 808 | 940 | 0.275 | -3260 | -842
3_5_place_dp | 808 | 940 | 0.275 | -3270 | -823
cell type report:
class / instances / area (sq um)
multi-input cells: 53 / 514
flip-flops and latches: 4 / 87.6
inverters: 3 / 13.8
clock buffers: 3 / 22.5
well taps: 46 / 57.6
repair buffers: 51 / 428
fillers: 349 / 2290
power by group through the flow:
stage | Combinational [mW] | Clock, mW | Sequential (mW)
5_1_grt | 1.98 | 0.104 | 0.182
4_1_cts | 1.64 | 0.101 | 0.168
6_report | 1.81 | 0.0980 | 0.176
placed cells by master, fill, tap and decap left out, types with 2 or more instances in the layout:
cell / n
nand2_1: 4
clkdlybuf4s50_1: 10
dlygate4sd2_1: 9
a21oi_1: 3
buf_4: 23
clkbuf_4: 3
dfxtp_2: 3
buf_2: 3
ha_1: 3
buf_6: 5
a21oi_4: 3
ha_4: 3
nor2_2: 2
nand3_1: 2
nor2_1: 6
and2_1: 3
mux2i_1: 4
o21a_1: 2
repair_timing:
action,CTS,global route
pin swaps,10,6
setup buffers,7,1
setup endpoints to repair,9,5
resized,42,11
Power and IR drop assume default switching activity.
